==> design/flow/run.sh <==
#!/bin/bash
# OpenROAD 26Q1-2900-gdf79404cd8, Yosys 0.63+post, stock flow scripts
make -C /OpenROAD-flow-scripts/flow DESIGN_CONFIG=/design/flow/config.mk WORK_HOME=/design/flow/orfs finish
==> design/flow/design.v <==
module seven_segment ( input [3:0] input_num,
                output reg a_segment,
                output reg b_segment,
                output reg c_segment,
                output reg d_segment,
                output reg e_segment,
                output reg f_segment,
                output reg g_segment);
    always @(input_num)
    begin 
      case (input_num)
        4'b0000:  
        begin
          a_segment = 0;  b_segment = 0;  c_segment =0;  d_segment = 0;  e_segment =0;  f_segment = 0;  g_segment = 1;  
        end
        4'b0001:  
        begin
          a_segment = 1;  b_segment = 0;  c_segment =0;  d_segment =1;  e_segment = 1;  f_segment = 1;  g_segment = 1;
        end
        4'b0010:  
        begin
          a_segment = 0;  b_segment = 0;  c_segment = 1;  d_segment =0;  e_segment =0;  f_segment = 1;  g_segment=0;
        end
        4'b0011:  
        begin
           a_segment = 0;
           b_segment = 0;
           c_segment = 0;
           d_segment = 0;
           e_segment = 1;
           f_segment = 1;
           g_segment = 0;
        end
        4'b0100:  
        begin
           a_segment = 1;
           b_segment = 0;
           c_segment = 0;
           d_segment = 1;
           e_segment = 1;
           f_segment = 0;
           g_segment = 0;
        end
        4'b0101: 
        begin
           a_segment = 0;
           b_segment = 1;
           c_segment = 0;
           d_segment = 0;
           e_segment = 1;
           f_segment = 0;
           g_segment = 0;
        end
        4'b0110:  
        begin
           a_segment = 0;
           b_segment = 1;
           c_segment = 0;
           d_segment = 0;
           e_segment = 0;
           f_segment = 0;
           g_segment = 0;
        end
        4'b0111:  
        begin 
           a_segment = 0;
           b_segment = 0;
           c_segment = 0;
           d_segment = 1;
           e_segment = 1;
           f_segment = 1;
           g_segment = 1;
        end
        4'b1000:  
        begin
           b_segment = 0;
           a_segment = 0;
           c_segment = 0;
           d_segment = 0;
           e_segment = 0;
           f_segment = 0;
           g_segment = 0;
        end
        4'b1001:  
        begin
           a_segment = 0;
           b_segment = 0;
           c_segment = 0;
           d_segment = 0;
           e_segment = 1;
           f_segment = 0;
           g_segment = 0;
        end
        default: begin
            a_segment = 0;  b_segment = 0;  c_segment =0;  d_segment = 0;  e_segment =0;  f_segment = 0;  g_segment = 1; 
        end
      endcase
    end
endmodule
module clk_gen_module       #(parameter board_freq = 50000000,
                                    module_freq = 1)  
                        (input pulse,
                        output reg clk);
    reg [27:0] freq_counter;
    initial begin
      freq_counter = 0;
    clk = 0;
    end
    always @(posedge pulse)
    begin 
        if (freq_counter == (board_freq >> 1))  
        begin
            clk <= ~clk;
            freq_counter <= 0;
        end
        else  freq_counter <= freq_counter + 1;
    end
endmodule
module elevator_module
  #(parameter N = 5,  
    parameter board_freq = 50000000,  
    parameter module_freq = 1,  
    parameter door_open_time = 10 
    )
    ( 
    input [N:1] request_up_button,  
    input [N:1] request_down_button,  
    input close_button,               
    input open_button,                
    input [N:1] input_floor_button,    
    input board_clk,                   
    output reg door_led,     
    output reg go_up_led,    
    output reg go_down_led,  
    output reg [N:1] led_up,     
    output reg [N:1] led_down,  
    output seg_a,
    output seg_b,
    output seg_c,
    output seg_d,
    output seg_e,
    output seg_f,
    output seg_g
    );
    localparam  WAIT  = 2'b00, 
                UP    = 2'b11,
                DOWN  = 2'b10,
                OPEN  = 2'b01;
    integer i;
    wire clk;                
    reg request_floor[N:1];              
    integer current_floor;
    integer next_floor;
    reg door;                           
    reg [1:0]current_state;
	reg [1:0]next_state ;               
    reg open_request;              
    reg request_up_from_current;     
    reg request_down_from_current;   
    reg request_up_from_higher;      
    reg request_down_from_higher;    
    reg request_up_from_lower;       
    reg request_down_from_lower;     
    reg [N:1]input_floor_reg;             
    reg [N:1]request_down_reg;            
    reg [N:1]request_up_reg;             
    reg door_count;
    reg up_direction;                
    reg down_direction;              
    reg previous_direction;         
    initial 
    begin
        door_led = 0;
        go_up_led = 0;
        go_down_led = 0;
        led_up [N:1] = 5'b00000;
        led_down [N:1] = 5'b00000;
        current_floor = 1;
        next_floor = 1;
        door_count = door_open_time;         
        request_up_from_current = 0;
        request_down_from_current = 0;
        request_up_from_higher = 0;
        request_down_from_higher = 0;
        request_up_from_lower = 0;
        request_down_from_lower = 0;
        input_floor_reg = 5'b00000;
        request_down_reg = 5'b000000;
        request_up_reg = 5'b000000;
        current_state = WAIT;
        next_state = WAIT;
        previous_direction = WAIT;
    end
    always @(posedge clk) begin
    if (current_state == UP || current_state == DOWN) begin
        previous_direction <= current_state;
    end else if (current_state == WAIT && (previous_direction != UP && previous_direction != DOWN)) begin
        if (current_floor == 1) begin
            previous_direction <= UP;
        end else if (current_floor == N) begin
            previous_direction <= DOWN;
        end
    end
    end
    always @(posedge clk)
    begin
        current_state <= next_state;
    end
    always @(posedge clk)
    begin
        current_floor <= next_floor;
    end
    always @(posedge clk) begin
    for (i = 1; i < N + 1; i = i + 1) begin
        if (input_floor_button[i] == 1)
            input_floor_reg[i] = 1;
        else if (next_floor == i)
            input_floor_reg[i] = 0;
        if (request_up_button[i] == 1)
            request_up_reg[i] = 1;
        else if (next_floor == i)
            request_up_reg[i] = 0;
        if (request_down_button[i] == 1)
            request_down_reg[i] = 1;
        else if (next_floor == i)
            request_down_reg[i] = 0;
        end
    end
always @(*) begin 
    request_up_from_current = 0;
    request_down_from_current = 0;
    request_up_from_higher = 0;
    request_down_from_higher = 0;
    request_up_from_lower = 0;
    request_down_from_lower = 0;
    for (i = 1; i <= N; i = i + 1) begin
        if (request_up_reg[i] || request_down_reg[i] || input_floor_reg[i]) 
            request_floor[i] = 1;
        else 
            request_floor[i] = 0;
    end
    if (request_floor[next_floor]) begin
        if (input_floor_reg[next_floor] || request_up_reg[next_floor] || request_down_reg[next_floor]) begin
            open_request = 1;  
        end else begin
            open_request = 0;
        end
    end else begin
        open_request = 0;
        if (current_state == UP || current_state == WAIT) begin
            for (i = 1; i <= N; i = i + 1) begin
                if (i > current_floor && request_floor[i]) begin
                    if (input_floor_reg[i] || request_up_reg[i]) 
                        request_up_from_higher = 1;
                    if (request_down_reg[i]) 
                        request_down_from_higher = 1;
                end
            end
        end
        if (current_state == DOWN || current_state == WAIT) begin
            for (i = 1; i <= N; i = i + 1) begin
                if (i < current_floor && request_floor[i]) begin
                    if (input_floor_reg[i] || request_down_reg[i]) 
                        request_down_from_lower = 1;
                    if (request_up_reg[i]) 
                        request_up_from_lower = 1;
                end
            end
        end
    end
end
always @(*) begin
    if (open_request) begin
        next_state = OPEN;
    end else if (current_state == WAIT) begin
        if (open_button == 1) begin
            next_state = OPEN;
        end else if (close_button == 1) begin
            next_state = WAIT;
        end else if ((previous_direction == UP && (request_up_from_higher || request_up_from_current || request_down_from_higher)) ||
                    (previous_direction == DOWN && (request_down_from_current || request_down_from_lower || request_up_from_lower))) begin
            next_state = previous_direction;
        end else if (request_up_from_higher || request_up_from_current || request_down_from_higher) begin
            next_state = UP;
        end else if (request_down_from_current || request_down_from_lower || request_up_from_lower) begin
            next_state = DOWN;
        end else begin
            next_state = WAIT;
        end
    end else if (current_state == OPEN) begin
        if (open_button == 1) begin
            door_count = door_open_time;
            next_state = OPEN;
        end else if (close_button == 1) begin
            door_count = door_open_time;
            next_state = WAIT;
        end else begin
            door_count = door_count - 1;
            if (door_count == 0) begin
                door_count = door_open_time;
                next_state = WAIT;
            end else begin
                next_state = OPEN;
            end
        end
    end else if (current_state == UP) begin
        if (open_request) begin
            next_state = OPEN;
        end else if (!(request_up_from_current || request_up_from_higher || request_down_from_higher)) begin
            if (request_down_from_lower || request_up_from_lower) 
                next_state = DOWN;
            else 
                next_state = WAIT;
        end else begin
            next_state = UP;
        end
    end else if (current_state == DOWN) begin
        if (open_button || close_button) begin
            next_state = DOWN;
        end else if (!(request_down_from_current || request_down_from_lower || request_up_from_lower)) begin
            if (request_up_from_higher || request_down_from_higher)
                next_state = UP;
            else
                next_state = WAIT;
        end else begin
            next_state = DOWN;
        end
    end
    end
    always @(*)
    begin
        case (current_state)
        OPEN:
        begin
            door = 1;
            up_direction = 0;
            down_direction = 0;
            next_floor = current_floor;
        end
        WAIT:
        begin
            door = 0;
            up_direction = 0;
            down_direction = 0;
            next_floor = current_floor;
        end
        UP:
        begin
        door = 0;
        up_direction = 1;
        down_direction = 0;
        if (request_floor[current_floor])
        begin
            next_floor = current_floor;
        end
        else if (current_floor < N)
        begin
        next_floor = current_floor + 1;
        end
        else
        begin
        next_floor = N;
        end
    end
    DOWN:
    begin
    door = 0;
    up_direction = 0;
    down_direction = 1;
    if (request_floor[current_floor])
        begin
            next_floor = current_floor;
        end 
    else if (current_floor > 1)
    begin
        next_floor = current_floor - 1;
    end
    else
    begin
        next_floor = 1;
    end
    end
        default:  
        begin
            door = 0;
            up_direction = 0;
            down_direction = 0;
            next_floor = current_floor;
        end
        endcase
    if (door == 1)
    begin
        door_led = 1;
    end
    else door_led = 0;
    end
    always @(*)
    begin  
        if (up_direction && !down_direction)
        begin
            go_up_led = 1;
        end
        else if (down_direction && !up_direction)
        begin
            go_down_led = 1;
        end
        else 
        begin
            go_down_led = 0;
            go_up_led = 0;
        end
        led_up = request_up_reg; 
        led_down = request_down_reg; 
    end
    clk_gen_module #(board_freq, module_freq) gen_clk (
        .pulse(board_clk),
        .clk(clk));
    seven_segment floor_display (
        .input_num({1'b0,current_floor}),
        .a_segment(seg_a),
        .b_segment(seg_b),
        .c_segment(seg_c),
        .d_segment(seg_d),
        .e_segment(seg_e),
        .f_segment(seg_f),
        .g_segment(seg_g));
endmodule
==> design/flow/constraint.sdc <==
current_design elevator_module

set clk_period 6.8
set clk_io_pct 0.2

create_clock -name clk0 -period $clk_period [get_ports {board_clk}]

set non_clock_inputs [all_inputs -no_clocks]
set_input_delay [expr $clk_period * $clk_io_pct] -clock clk0 $non_clock_inputs
set_output_delay [expr $clk_period * $clk_io_pct] -clock clk0 [all_outputs]
==> design/flow/config.mk <==
export PLATFORM = sky130hd
export DESIGN_NAME = elevator_module
export DESIGN_NICKNAME = elevator_module
export VERILOG_FILES = /design/flow/design.v
export SDC_FILE = /design/flow/constraint.sdc
export NUM_CORES = 4
export LEC_CHECK = 1
export CORE_UTILIZATION = 40
==> ci_impl_report.md <==
### Yosys + OpenROAD results

| Metric | Value |
|---|---|
| Run status | finished, final reports clean |
| Routed WL per cell | 18.80 um |
| Height of the die | between 100 and 150 um |
| Max clock buf depth | 2 |
| Cell type of the slowest stage on the worst timing path | sky130_fd_sc_hd__nor3_1 |
| Critical path class | reg -> reg |
| Number of DRC violations after detailed routing | 0 |
| GR Util All Layers | 0.2500 |
| Cell count after synthesis | 739 |
| Area share of the largest cell type after synthesis | 0.2679 |
| Die outline width | ~120 um |
| Row Count | 43 |
| Largest stage delay, worst path | roughly 0.44 ns |
| Setup violations, final | 0 |
| Netlist area before placement | 5754 um^2 |
| CTS H-tree depth | 2 |
| Sort of element at the end of the critical path | register |
| Cell taking the most area after synthesis | sky130_fd_sc_hd__dfxtp_1 |
| Max transition margin | 0.3786 |
| Worst-margin pin slew | between 0.9 and 1 ns |
| Fraction of the cycle the final worst path needs | 0.3261 |
| Critical path required time | 6.95 ns |
| Cell with the most instances after synthesis | sky130_fd_sc_hd__nor2_1 |
| Core Region | between 10,000 and 15,000 um^2 |
| Total power after layout | approximately 0.00039 W |
| Static leakage | 2.122 nW |
| End-of-flow core utilization | 0.4572 |
| Worst skew pair latency | approximately 0.27 ns |
| Post-synth EDFFs | 1 |
| Most area-consuming cells after synthesis | sky130_fd_sc_hd__dfxtp_1 (27%), sky130_fd_sc_hd__nor2_1 (5.5%), sky130_fd_sc_hd__nand3_1 (4.3%) |
| Number of unconstrained endpoints | 74 |
| Wire length of the first global-routing pass | ~29,000 um |
| Fraction of power spent switching nets | 0.1801 |
| Setup repair after global routing missed its margin | false |
| Class of the most critical hold timing path | reg -> reg |
| Cell occurring most often along the worst timing path | sky130_fd_sc_hd__nand3_1 |
| Final Max-Slew Violation Tally | 0 |
| Final weighted congestion of routability-driven global placement | 1.003 |
| Post-synthesis sequential element count | between 80 and 90 |
| Routed wire length | between 15,000 and 20,000 um |
| Vias | slightly below 6,000 |
| Most frequent cells after synthesis | sky130_fd_sc_hd__nor2_1 (85), sky130_fd_sc_hd__dfxtp_1 (77), sky130_fd_sc_hd__nand3_1 (50) |
| Number of placed instances with taps included | 925 |
| Fraction of final layout cells with drive strength greater than 1 | 0.05312 |
| Total power divided by cell area | approximately 60 nW/um^2 |
| Arrival time of the worst setup path | around 2.4 ns |
| Number of optimization iterations in the first detailed-route pass | 7 |
| Internal power consumption | roughly 0.00032 W |
| Registers with the highest flip-flop counts | current_floor x32, gen_clk.freq_counter x28 |
| Kind of start point of the critical path | register |
| CP bufs+invs | 0 |
| Starting density of the core | 0.4129 |
| Layout Cells excl Fill | 933 |
| Antenna violations before repair | 0 |
| Final HPWL from detailed placement | 13,020 um |
| Die Outline Area | around 15,000 um^2 |
| Hold Buf Count CTS | 0 |
| Max-capacitance violation count | 0 |
| Clock buffers created by TritonCTS | 5 |
| Warnings from Yosys | 7 |
| Synthesis area per yosys | between 5000 and 6000 um^2 |
| Syn Area/Cell | between 7 and 8 um^2 |
| Min Clock Period, post-route | around 2.2 ns |
| Max FO, Critical Path | 5 |
| Clock edge transition at the registers on the reported setup and hold paths | 0.05 ns |
| Post-CTS setup repair buffer count | 0 |
| Reg power frac | 0.445 |
| Critical-path cell list | and3_1 > and2_1 > nand3_1 > nor2_1 > nand3_1 > nor3_1 > nand3_1 > xor2_1 > nor2_1 |
| Final Skew | between 0.004 and 0.005 ns |
| Clock share of power | 0.518 |
| Register with the most flip-flops | current_floor |
| Buffer cell driving the clock tree root | sky130_fd_sc_hd__clkbuf_16 |
| Primary FF master, synth | sky130_fd_sc_hd__dfxtp_1 |
| Highest clock rate | 451.0 MHz |
| Number of global-route vias before repair | 5,369 |
| Final Hold Vio Count | 0 |
| Switching power summed over all nets | 0.00006956 W |
| Global route total overflow | 0 |
| Largest net degree at the start of global routing | around 50 |
| Detailed Route Iter0 Violations | 473 |
| Worst path top cell family by delay | simple AND/OR/NAND/NOR gates |
| Layout area overhead | 10.72% |
| Antenna Nets Post-Route | 0 |
| Gates resized, CTS repair | 0 |
| Tool Warnings | 39 |
| Number of primary I/O pins | 38 |
| CTS tree | done |
| Relative contribution of combinational cells to total power | 0.037 |
| Number of cell instances after yosys synthesis | 739 |
| Setup total negative slack | 0 ns |
| Port Buf Inserts | 37 |
| Number of diodes added for antenna fixing | 0 |
| Register pins left without a clock | roughly 54 |
| Flip-flop count of the largest register after layout | 32 |
| Synth async-reset ratio | 0 |
| Distinct lib cells used | approximately 77 |
| Vias per cell | between 6 and 7 |
| Worst-case vdd ir drop | approximately 0.18 mV |
## final timing paths
kind | depth (start not counted) | slack [ns] | start | to
worst min-delay path | 1 | 0.46 | gen_clk.freq_counter[27] | gen_clk.freq_counter[27]
worst max-delay path | 9 | 4.58 | gen_clk.freq_counter[2] | gen_clk.freq_counter[22]
worst max register to register | 9 | 4.58 | gen_clk.freq_counter[2] | gen_clk.freq_counter[22]
worst min register to register | 1 | 0.46 | gen_clk.freq_counter[27] | gen_clk.freq_counter[27]
## cell type report
type,instances,area [um^2]
Clock buffer,8,136.4
Fill cell,1349,7564
Inverter,26,97.59
Multi-Input combinational cell,590,3827
Sequential cell,83,1647
Tap cell,180,225.2
Timing Repair Buffer,46,437.9
## cell usage in the layout (no fill, tap or decap), drive strengths merged, types with 8 or more instances in the layout
master / n
buf: 9
ha: 19
and3: 11
nor2: 86
clkdlybuf4s50: 37
a21oi: 26
or3: 18
xnor2: 15
nand3: 50
xor2: 16
nor3b: 18
o221ai: 8
nor3: 33
nand4: 31
nor4: 30
dfxtp: 77
clkbuf: 8
a31oi: 27
nand2: 47
or4: 10
o21ai: 24
inv: 26
## layer usage
metal,share of wire,vias to the layer above,GRT usage
li1,-,2834,-
met1,0.46,2740,0.3785
met2,0.44,261,0.3750
met3,0.075,33,0.03960
met4,0.023,0,0.06250
met5,0,-,0
## power by group through the flow
| stage | Sequential, W | Clock, W | Combinational, W |
|---|---|---|---|
| after CTS | 0.000172 | 0.000205 | 0.0000143 |
| after global routing | 0.000172 | 0.000215 | 0.0000154 |
| final | 0.000172 | 0.000200 | 0.0000144 |
## metrics by stage
step                hold slack [ns]  area, um^2  setup WS [ns]
floorplan                    0.4325        5754          4.891
global placement             0.4444        6235          4.642
detailed placement           0.4490        6235          4.623
CTS                          0.4660        6371          4.599
global route                 0.4935        6371          4.258
finish                       0.4616        6371          4.583
## kinds of logic after synthesis
family,share of synthesized area
AOI/OAI and AO/OA,0.2116
xor gates and xnor gates,0.04718
adders and majority gates,0.04131
buffers and inverters,0.04979
DFF,0.2731
latches,0.01305
muxes,0.008915
and+or+nand+nor,0.3551
Power and IR drop assume default switching activity.
